==> design/flow/design.v <==
`timescale 1ns / 1ps
module i2c_slave(
    clk,
    rst_n,
    scl,
    sda_in,
    sda_out,
    data
    );
input clk, rst_n, scl;
input sda_in;
output sda_out;
output[7:0] data;
parameter slaveaddress = 8'b1010_0010;  
parameter S0_START = 'd0, S1_SDDR = 'd1, S2_COMPARE = 'd2, S3_RW = 'd3,
          S4_READ = 'd4, S5_WRITE = 'd5, S6_STOP = 'd6, S7_MASTER_ACK = 'd7;
reg[3:0] bitcount; 
reg[7:0] address;
reg[7:0] data;
reg[7:0] data1; 
reg[7:0] dataout;
reg[2:0] state, next_state;
reg rw;
reg sda_out;
reg start_stop;
reg sda_in_last;
reg scl_last;
reg pedge;
reg nedge;
reg scl_pedge;
reg scl_nedge;
reg scl_nedge_next;
always @(posedge clk or negedge rst_n)
begin
    if(!rst_n)
    begin
        scl_last <= 1'b0;
        scl_pedge <= 1'b0;
        scl_nedge <= 1'b1;
        scl_nedge_next <= 1'b1;
    end
    else
    begin
        scl_last <= scl;
        scl_pedge <= scl & ~scl_last; 
        scl_nedge <= scl | ~scl_last; 
        scl_nedge_next <= scl_nedge;
    end
end
always @(posedge clk or negedge rst_n)
begin
    if(!rst_n)
    begin
        sda_in_last <= 1'b0;
        pedge <= 1'b0;
        nedge <= 1'b1;
    end
    else
    begin
        sda_in_last <= sda_in;
        pedge <= sda_in & ~sda_in_last; 
        nedge <= sda_in | ~sda_in_last; 
    end
end
always @(posedge clk or negedge rst_n)  
begin
    if(!rst_n)
        state <= S0_START;
    else
        state <= next_state;
end
always @(state or scl_pedge or scl_nedge_next
         or start_stop or sda_in or rw or bitcount or address) 
begin
    case (state) 
        S0_START:
                begin  
                    if(start_stop)
                        next_state = S1_SDDR;
                    else
                        next_state = S0_START;
                end
        S1_SDDR:
                begin  
                    if(scl_pedge)
                    begin
                        if (bitcount == 4'd8)
                            next_state = S3_RW;
                        else if(bitcount == 4'd7)
                            next_state = S2_COMPARE;  
                        else
                            next_state = S1_SDDR;
                    end
                    else
                        next_state = S1_SDDR;
                end
        S2_COMPARE:
                begin  
                    if(!scl_nedge_next)
                    begin
                        if(address[7:1] == slaveaddress[7:1])
                            next_state = S1_SDDR;
                        else
                            next_state = S0_START;
                    end
                    else
                        next_state = S2_COMPARE;
            	end
        S3_RW:
                begin  
                    if(rw == 1'b0)
                       next_state = S4_READ;
                    else
                       next_state = S5_WRITE;
                end
        S4_READ:
            begin  
                if(scl_pedge)   
                begin
                    if (bitcount == 4'd8)
                        next_state = S6_STOP;
                    else
                        next_state = S4_READ;
                end
                else
                    next_state = S4_READ;
            end
        S5_WRITE:
                begin  
                    if(!scl_nedge_next)
                    begin
                        if (bitcount == 4'd8)
                        begin
                            if(!sda_in)
                                next_state = S7_MASTER_ACK;
                            else
                                next_state = S0_START;
                        end
                        else
                            next_state = S5_WRITE;
                    end
                    else
                        next_state = S5_WRITE;
                end
        S6_STOP:
                begin
                    if (!start_stop)
                        next_state = S0_START;
                    else
                        next_state = S6_STOP;
                end
        S7_MASTER_ACK:
                begin
                    if(scl_pedge && !sda_in)
                        next_state = S6_STOP;
                    else
                        next_state = S7_MASTER_ACK;
                end
        default: next_state = S0_START;
    endcase
end
always @(posedge clk or negedge rst_n) 
begin
   if(!rst_n)
   begin
       start_stop <= 1'b0;
       bitcount <= 4'd0;
       data <= 8'b0000_0000;
       data1 <= 8'b0000_0000;
       dataout <= 8'b11001010;
       rw <= 1'b0;
       sda_out <= 1'b1;
       address <= 8'b0000_0000;
   end
   else
   begin
        if(scl && !nedge)
        start_stop <= 1'b1;
        else if(scl && pedge)
        start_stop <= 1'b0;
        else
        begin
            case (state)
            S1_SDDR:
                    begin  
                        if(scl_pedge)
                        begin
                            if (bitcount == 4'd8)
                            begin
                                bitcount <= 4'd0;
                                rw <= address[0];
                            end
                            else if(bitcount == 4'd7)
                            begin
                                bitcount <= bitcount + 5'd1;
                                address[7 - bitcount] <= sda_in;
                            end
                            else
                            begin
                                bitcount <= bitcount + 5'd1;
                                address[7 - bitcount] <= sda_in;
                            end
                        end
                    end
            S2_COMPARE:
                    begin  
                        if(!scl_nedge_next)
                        begin
                            if(address[7:1] == slaveaddress[7:1])
                                sda_out <= 1'b0;
                            else
                                start_stop <= 1'b0;
                        end
                    end
            S4_READ:
                    begin  
                        if(scl_pedge)   
                        begin
                            if (bitcount == 4'd8)
                            begin
                                bitcount <= 4'd0;
                                data <= data1;
                            end
                            else
                            begin
                                bitcount <= bitcount + 5'd1;
                                data1[7 - bitcount] <= sda_in;
                            end
                        end
                    end
            S5_WRITE:
                    begin  
                        if(!scl_nedge_next)
                        begin
                            if (bitcount == 4'd8)
                            begin
                                bitcount <= 4'd0;
                                if(!sda_in)
                                    sda_out <= 1'b0; 
                            end
                            else
                            begin
                                bitcount <= bitcount + 5'd1;
                                sda_out <= dataout[7 - bitcount];
                            end
                        end
                    end
            S6_STOP:
                    begin
                        if (!start_stop)
                        begin
                            bitcount <= 4'd0;
                            data <= 8'b0000_0000;
                            data1 <= 8'b0000_0000;
                            address <= 8'h00;
                        end
                    end
            default:
            begin
                sda_out <= 1'b1;
                data <= 8'b0000_0000;
            end
            endcase
        end
    end
end
endmodule
==> design/flow/run.sh <==
#!/bin/bash
# OpenROAD 26Q1-2900-gdf79404cd8, Yosys 0.63+post, stock flow scripts
make -C /OpenROAD-flow-scripts/flow DESIGN_CONFIG=/design/flow/config.mk WORK_HOME=/design/flow/orfs finish
==> design/flow/config.mk <==
export PLATFORM = sky130hd
export DESIGN_NAME = i2c_slave
export DESIGN_NICKNAME = i2c_slave
export VERILOG_FILES = /design/flow/design.v
export SDC_FILE = /design/flow/constraint.sdc
export NUM_CORES = 4
export LEC_CHECK = 1
export CORE_UTILIZATION = 40
==> design/flow/constraint.sdc <==
current_design i2c_slave

set clk_period 3.7
set clk_io_pct 0.2

create_clock -name clk0 -period $clk_period [get_ports {clk}]

set non_clock_inputs [all_inputs -no_clocks]
set_input_delay [expr $clk_period * $clk_io_pct] -clock clk0 $non_clock_inputs
set_output_delay [expr $clk_period * $clk_io_pct] -clock clk0 [all_outputs]
==> results.toml <==
# implementation run metrics
[clock_tree]
clockBufferDepth = 2
holdBufCountCts = 0
post_cts_buffers = 0
cts-resized-gates = 0
cts.root.buffer_cell = "clkbuf_8"
cts.sinks = 46
cts_tree = "yes"
insertion_delay_ns = 0.30
htree_levels = 2
numCtsBuffers = 5
path_clk_slew_ns = 0.09

[worst_setup_path]
r2r-start = "bitcount[0]"
end_kind = "flip-flop"
crit_start = "bitcount[0]"
critPathKind = "reg -> reg"
arrival_ns = 2.78
critPathLaunchType = "flip-flop"
cp.required_ns = 3.88
cp_max_fo = 6

[floorplanning]
fp_util = 0.423
dieArea_sq_um = 6700
die_y_um = 81.8
rows = 28
coreArea_sq_um = 6030
io_pins = 13
die_w_um = 81.8

[timing]
skew_ns = 0.00669
rsz0062_at_grt = "no"
max_slew_margin = 0.396
post-route-period-util = 0.701
post-route-min-period_ns = 2.59
tightest_slew_ns = 0.901
setup_violations = 0
final_max_slew_viol_count = 0
fmax_mhz = 386
tns_ns = 0
finalHoldViolCount = 0

[global_routing]
grt_pass1_wl_um = 9360
antenna_found_initial = 0
grt_pass1_vias = 1818
gr-total-overflow = 0
grt_usage = 0.186
grt_start_max_net_pins = 29

[logic_synthesis]
synthFlopType = "dfrtp_1"
ys_chip_area_sq_um = 2550
yosysTopAreaCell = "dfrtp_1"
synth.area.top_cells = "dfrtp_1 (40%), o21ai_0 (6.9%), dfstp_2 (5.2%)"
async_flop_share = 1.00
ys.warnings.count = 1
ys_types = 48
top_cell_area_share = 0.402
syn_avg_cell_area_sq_um = 9.48
netlist_area_sq_um = 2550
synthCells = 269
ys_ff = 46
ys_cells = 269
ys_seq_frac = 0.454
enable_flop_cells = 0

[drt]
routed_wl_um = 5360
firstDrtPassIters = 4
drc_errors = 0
diodes = 0
ant_nets = 0
routed_via_density = 5.57
drt-initial-drc-count = 183
vias = 1987
wl_per_cell_um = 15.0

[pwr]
p_leak_nw = 1.18
ir_drop_v = 0.000294
p_total_mw = 1.75
power_per_cell_area_nw_per_um2 = 624

[placement]
gp_congestion = 0.862
dpl-instance-area_sq_um = 2730
io_buffers = 12
dp_hpwl_um = 3790

[layout]
drive_above_1_share = 0.106
num-fill-cells = 563
final_util = 0.467
finish.instance_area_sq_um = 2810
syn2layout_area_growth_pct = 10.3

[worst_hold_path]
min-delay-path-class = "reg -> reg"
hp-start = "scl_nedge"

[outcome]
outcome = "completed"

[run]
cap_viol_max_count = 0
warning_count = 29
[per-layer routing]
metal | vias to the layer above | GRT usage | wire length, um
met5 | - | 0 | 0
met4 | 0 | 0.0175 | 56
met3 | 6 | 0.0316 | 310
met2 | 57 | 0.256 | 2260
met1 | 937 | 0.319 | 2740
li1 | 987 | - | -
[logic make-up after synthesis]
group	after synthesis	share of synthesized area
DFF	46	0.454
AOI/OAI and AO/OA	55	0.137
xor gates and xnor gates	2	0.00687
and+or+nand+nor	115	0.261
muxes	13	0.0525
buffers and inverters	31	0.0545
adders and majority gates	7	0.0343
[through the flow]
| step | hold slack, ns | setup WS [ns] | instances |
|---|---|---|---|
| after floorplan | 0.345 | 1.42 | 269 |
| after global placement | 0.345 | 0.936 | 349 |
| after detailed placement | 0.347 | 0.909 | 349 |
| after CTS | 0.361 | 1.11 | 357 |
| after global routing | 0.368 | 0.897 | 357 |
| final | 0.360 | 1.11 | 357 |
[layout by cell type, fill, tap and decap left out, types with 3 or more instances in the layout]
master,Yosys,layout
a21oi_1,3,3
buf_4,1,4
clkbuf_8,0,5
clkdlybuf4s50_1,0,11
dfrtp_1,41,41
dfstp_2,5,5
ha_1,7,7
inv_1,20,20
mux2_2,3,3
mux2i_1,10,10
nand2_1,22,22
nand2b_1,3,3
nand3_1,21,21
nand4_1,15,15
nor2_1,11,11
nor2b_1,17,17
nor3_1,4,4
o21ai_0,35,35
or3b_2,3,3
[cell type report]
cell class / count / area (sq um) / area share
clock buffers: 5 / 68.8 / 0.0245
clock inverters: 3 / 18.8 / 0.00667
multi-input cells: 192 / 1250 / 0.446
inverters: 20 / 75.1 / 0.0267
flip-flops and latches: 46 / 1160 / 0.411
repair buffers: 16 / 145 / 0.0516
well taps: 75 / 93.8 / 0.0334
[state kept, by name (all words and copies together) (netlist names), 4 cells and up]
| name | cells |
|---|---|
| data | 8 |
| bitcount | 4 |
| address | 8 |
| state | 8 |
| data1 | 8 |
[worst max-delay path, stage by stage, from the launching register on]
cell	delay, ns
dfrtp_1	0.45
ha_1	0.30
nand3_1	0.17
inv_1	0.07
ha_1	0.19
or3b_2	0.52
a2111oi_2	0.50
or3b_2	0.21
nand3_1	0.07
[cell usage after synthesis, types with 2 or more instances]
cell type	number
nand3_1	21
nor3_1	4
nand3b_1	2
and3_1	2
or3_1	2
and2_1	2
nand2_1	22
clkbuf_1	5
a31oi_1	2
buf_6	2
ha_1	7
dfrtp_1	41
o21ai_0	35
a211o_1	2
nor3b_1	2
nand4bb_1	2
nor2b_1	17
a21oi_1	3
or3b_2	3
o41ai_1	2
a221o_1	2
dfstp_2	5
nand2b_1	3
mux2_2	3
inv_1	20
buf_2	3
mux2i_1	10
nand4_1	15
nor2_1	11
[worst paths after layout]
check                                 endpoint  slack, ns  cells after the start
worst max-delay path                  data1[0]       1.11                      8
worst min-delay path            scl_nedge_next       0.36                      0
worst max register to register        data1[0]       1.11                      8
worst min register to register  scl_nedge_next       0.36                      0
max in group asynchronous           address[5]       2.62                      2
min in group asynchronous             state[7]       0.37                      1
[power breakdown]
part / switching, mW / internal [mW] / total [mW]
Sequential: 0.101 / 0.592 / 0.693
Combinational: 0.433 / 0.322 / 0.755
Clock: 0.174 / 0.133 / 0.307
