**flow/design.v**
```verilog
`timescale 1ns / 1ps
module signed_add(
    a_u,
    a_s,
    b_u,
    b_s,
    o_u,
    o_s
    );
input signed [3:0] a_s;
input[3:0] a_u;
input[2:0] b_s;
input[3:0] b_u;
output signed [3:0] o_s;
output[3:0] o_u;
reg[2:0] b_s_r;
reg signed [3:0] b_s_r_nege;
wire signed [3:0] o_s;
wire signed [3:0] o_u;
always @(b_s)
begin
    b_s_r = ~b_s + 1'b1;
    b_s_r_nege = {1'b1, b_s_r};
end
assign o_s = a_s + b_s_r_nege;
assign o_u = a_u - b_u;
endmodule
```
**flow/run.sh**
```bash
#!/bin/bash
# OpenROAD 26Q1-2900-gdf79404cd8, Yosys 0.63+post, stock flow scripts
make -C /OpenROAD-flow-scripts/flow DESIGN_CONFIG=/design/flow/config.mk WORK_HOME=/design/flow/orfs finish
```
**flow/config.mk**
```make
export PLATFORM = sky130hd
export DESIGN_NAME = signed_add
export DESIGN_NICKNAME = signed_add
export VERILOG_FILES = /design/flow/design.v
export SDC_FILE = /design/flow/constraint.sdc
export NUM_CORES = 4
export LEC_CHECK = 1
export CORE_AREA = 10 10 70 70
export DIE_AREA = 0 0 80 80
```
**flow/constraint.sdc**
```tcl
current_design signed_add

set clk_period 2.1
set clk_io_pct 0.2

create_clock -name clk0 -period $clk_period

set non_clock_inputs [all_inputs -no_clocks]
set_input_delay [expr $clk_period * $clk_io_pct] -clock clk0 $non_clock_inputs
set_output_delay [expr $clk_period * $clk_io_pct] -clock clk0 [all_outputs]
```
==> results.cfg <==
; flow metrics
[routing]
viasPerCell = 2.75
drt_wl_total_um = 884
drt_iter0_drc = 0
diodes = 0
dr.pass1.iters = 1
wl_per_cell_um = 8.75
drcViolationCount = 0
antenna_left = 0
vias = 278

[finish]
seq_area_um2 = 0
area.growth.synth_to_final_pct = 131
final.clkbuf_count = 0
fin_area_um2 = 587
drive_gt1_share_pct = 43.6
flops = 0
nFillCells = 398
fin_cells = 101

[yosys]
synth_cell_types = 10
yosysWarnings = 1
top_cell_area_share_pct = 34.5
top_cells_by_count = inv_1, ha_1, xnor2_1, xor2_1, fa_1
mux_share_pct = 0
ys_area_um2 = 254
syn_area_um2 = 254
ys_cells = 31
synth.area.top_cells = ha_1, inv_1, fa_1
xor_share_pct = 20.7
seq_area_frac_synth_pct = 0
synth_top_cell_by_area = ha_1
synth_cells = 31
simple_gate_share_pct = 4.43
ys_sh_adder_pct = 50.2
logic_family = adder cells
synthAoiAreaFrac_pct = 8.37
syn_avg_cell_area_um2 = 8.19
synth_top_cell_by_count = inv_1

[global_routing]
grt_usage_pct = 2.85
grt_max_degree = 4
overflow = 0
antenna_found_initial = 0
grt_pass1_vias = 338
grt_pass1_wl_mm = 1.53

[critical_path]
worstSetupPathType = input port to output port
required_ns = 1.68
cp-start-kind = input port
arrival_ns = 1.63
worstSetupStartpoint = b_s[1]
critPathCaptureType = output port
endpoint = o_s[1]
critPathMaxFanout = 2

[run_status]
outcome = complete, no violations

[power]
ir_worst_vdd_mv = 0.0753
power.leakage_nw = 0.266
p_per_area_nw_per_um2 = 232

[floorplan]
pin_count = 23
core-area_um2 = 3420
fp.dieH_um = 80
chipArea_um2 = 6400
fp_util_pct = 7.44
core.rowCount = 21
die_w_um = 80

[place]
hpwl_um = 805
dp.cells = 101
placed_cell_area_um2 = 549
gp_congestion = 0.695
io_buffers = 23

[job]
maxCapViolations = 0
tool_warnings = 32

[worst_hold_path]
timing.hold.worst.class = input port to output port
holdCritStartpoint = a_u[1]

[final_timing]
slew_violations = 0
setup_viol = 0
finalClockPeriodUsage_pct = 97.5
max_slew_margin_pct = 87.9
tightest_slew_ns = 0.181
fin_crit_ns = 2.05
rsz0062_at_grt = false
hold_viol = 0
timing.fmax_ghz = 0.489

[clock_tree]
post-cts-setup-buffer-count = 0
-- where the power goes --
group / internal (W) / switching [W]
clock network: 0 / 0
logic: 0.0000868 / 0.0000494
registers: 0 / 0
-- worst min-delay path by stage --
stage	end	slack [ns]	cells past startpoint
6_report	o_u[1]	1.39	3
5_1_grt	o_u[1]	1.42	3
4_1_cts	o_u[1]	1.40	3
-- final cells by class --
| cell class | count | area [µm²] | area share, % |
|---|---|---|---|
| multi-input combinational | 20 | 284 | 48.4 |
| inverter | 11 | 41.3 | 7.04 |
| tap | 46 | 57.6 | 9.81 |
| timing repair buffer | 24 | 204 | 34.8 |
-- repair_timing --
action | in CTS | in global routing
pin swaps | 12 | 5
hold endpoints to repair | 0 | 0
hold buffers | 0 | 0
gates resized | 43 | 3
setup endpoints to repair | 7 | 2
-- critical path: stages --
cell           delay, ns
buf_2               0.08
inv_2               0.04
ha_4                0.27
inv_2               0.04
fa_2                0.51
inv_1               0.04
dlygate4sd2_1       0.23
-- kinds of logic (layout without fill, tap and decap cells) --
logic type	count (synthesis)	count (layout)
AND-OR/OR-AND	3	3
XOR/XNOR	6	6
adder cells (fa/ha/maj)	9	9
buffers and inverters	11	35
AND/OR/NAND/NOR	2	2
-- per-stage QoR --
step / setup WS, ns / utilization, % / hold WS [ns] / total power (W) / setup TNS [ns]
6_report: 0.0534 / 17.2 / 1.39 / 0.000136 / 0
2_1_floorplan: 0.282 / - / 0.869 / 0.0000449 / 0
5_1_grt: 0.00252 / 17.2 / 1.42 / 0.000155 / 0
4_1_cts: 0.0231 / 16.4 / 1.40 / 0.000133 / 0
3_5_place_dp: -0.872 / 16.1 / 1.85 / 0.000146 / -3.39
3_3_place_gp: -0.862 / 16.1 / 1.84 / 0.000144 / -3.31
-- metal layers --
layer  vias up  part of all wire (%)  GRT usage (%)
met4         0                     0              0
met1       122                    43           3.39
met3         0                   7.4          0.682
met5         -                     0              0
li1        143                     -              -
met2        13                    50           5.30
-- cells in the final DEF, fill, tap and decap left out --
cell	n
a21o_1	1
a21oi_2	2
buf_2	4
buf_4	1
buf_6	1
clkdlybuf4s50_1	6
dlygate4sd2_1	12
fa_2	2
ha_1	1
ha_2	2
ha_4	4
inv_1	4
inv_2	7
nand2_1	1
nand3b_1	1
xnor2_1	2
xnor2_2	1
xor2_1	3
Power is estimated from default activity; no workload was simulated.
