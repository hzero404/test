==> /design/flow/config.mk <==
export PLATFORM = sky130hd
export DESIGN_NAME = division
export DESIGN_NICKNAME = division
export VERILOG_FILES = /design/flow/design.v
export SDC_FILE = /design/flow/constraint.sdc
export NUM_CORES = 4
export LEC_CHECK = 1
export CORE_AREA = 10 10 108 108
export DIE_AREA = 0 0 118 118
==> /design/flow/constraint.sdc <==
current_design division

set clk_period 4.7
set clk_io_pct 0.2

create_clock -name clk0 -period $clk_period [get_ports {clk}]

set non_clock_inputs [all_inputs -no_clocks]
set_input_delay [expr $clk_period * $clk_io_pct] -clock clk0 $non_clock_inputs
set_output_delay [expr $clk_period * $clk_io_pct] -clock clk0 [all_outputs]
==> /design/flow/design.v <==
`timescale 1ns / 1ps
module division(
    clk,
    rst_n,
    start,
    a,
    b,
    quotient,
    remainder
    );
parameter size = 4;
parameter zero = {size{1'b0}};
parameter size_2 = size * 2;
parameter S0_START = 'd0, S1_EXPAND = 'd1, S2_SHIFT = 'd2, S3_COMPARE = 'd3, S4_OUT = 'd4;
input clk, rst_n;
input start;
input[size - 1 : 0] a; 
input[size - 1 : 0] b; 
output[size - 1 : 0] quotient;
output[size - 1 : 0] remainder;
reg[7:0] i;
reg[3:0] state, next_state;
reg[size_2 - 1 : 0] a_long;
reg[size_2 - 1 : 0] b_long;
reg[size - 1 : 0] quotient;
reg[size - 1 : 0] remainder;
reg done, start_last, start_pedge;
always @(posedge clk or negedge rst_n) 
begin
    if(!rst_n)
    begin
        start_last <= 1'b0;
        start_pedge <= 1'b0;
    end
    else
    begin
        start_last <= start;
        start_pedge <= start & ~start_last; 
    end
end
always @(posedge clk or negedge rst_n) 
begin
    if(!rst_n)
        state <= S0_START;
    else
        state <= next_state;
end
always @(state or a or b or i or a_long or done) 
begin
    case(state)
    S0_START:
            begin
                if(!done) 
                    next_state = S1_EXPAND;
                else
                    next_state = S0_START;
            end
    S1_EXPAND:
            begin
                next_state = S2_SHIFT;
            end
    S2_SHIFT:
            begin
                if(i < size)
                    next_state = S3_COMPARE;
                else
                    next_state = S4_OUT;
            end
    S3_COMPARE:
            begin
                if(a_long[size_2 - 1 : size] >= b)
                    next_state = S2_SHIFT;
                else
                    next_state = S2_SHIFT;
            end
    S4_OUT:
            begin
                next_state = S0_START;
            end
    default: next_state = 4'bx;
    endcase
end
always @(posedge clk or negedge rst_n) 
begin
    if(!rst_n)
    begin
        quotient <= 'b0;
        remainder <= 'b0;
        a_long <= {size_2{1'b0}};
        b_long <= {size_2{1'b0}};
        i <= 8'h00;
        done <= 1'b1;
    end
    else
    begin
        case(state)
        S0_START:
                begin
                    if(start_pedge) 
                        done <= 1'b0;
                end
        S1_EXPAND:
                begin
                    a_long <= {zero, a};
                    b_long <= {b, zero};
                end
        S2_SHIFT:
                begin
                    i <= i + 1'b1;
                    if(i < size)
                        a_long <= {a_long[size_2 - 2 : 0], 1'b0};
                    else
                        i <= 8'h00;
                end
        S3_COMPARE:
                begin
                    if(a_long[size_2 - 1 : size] >= b)
                        a_long <= a_long - b_long + 1'b1;
                end
        S4_OUT:
                begin
                    done <= 1'b1;
                    quotient <= a_long[size - 1 : 0];
                    remainder <= a_long[size_2 - 1 : size];
                end
        default:
        begin
            quotient <= 'b0;
            remainder <= 'b0;
        end
        endcase
    end
end
endmodule
==> /design/flow/run.sh <==
#!/bin/bash
# OpenROAD 26Q1-2900-gdf79404cd8, Yosys 0.63+post, stock flow scripts
make -C /OpenROAD-flow-scripts/flow DESIGN_CONFIG=/design/flow/config.mk WORK_HOME=/design/flow/orfs finish
==> results.txt <==
run results: status completed, MI comb area 903 µm², Iter 0 DRT Violations 15, main logic family after synthesis simple AND/OR/NAND/NOR gates, worst hold path type reg -> reg, layout cells sized above 1 0.0922, wire length on met3 around 87 µm, number of hold buffers added after CTS 0, area share, top type 0.449, Power Dens Cells between 200 and 250 nW/µm², Yosys warnings 1, setup TNS 0 ns, clk buf depth 2, Root Buffer clkbuf_8, Via Count 1284, CTS tree built, Final Hold Viols 0, Die Wd 118 µm, Cell Area, Synth approximately 1900 µm², Synth Area in XOR/XNOR 0.0277, initial antenna violation count 0, Tool Warnings 27, leading area contributor after synthesis dfrtp_1, Synth Area in Simple Gates 0.176, CP max-delay cell clkdlybuf4s50_1, top cells by area dfrtp_1, ha_1, nand2_1, mux2_4, dfstp_2, Chip Area, Yosys approximately 1900 µm², DR WL met2 1.64 mm, Setup Skew a little under 0.008 ns, Synth Instances 184, core area between 9000 and 10000 µm², Fmax around 400 MHz, # clock sinks 36, wl on met1 between 1.5 and 2 mm, Worst Hold End start_pedge, Flop area approximately 900 µm², Registers, synthesis 36, aoi share 0.0964, Worst EP arrival around 2.7 ns, RSZ-0062 raised after global routing no, Yosys cell types 36, pin count of the biggest net entering global routing 37, Total GRT Usage 0.0517, post-CTS setup buffer count 0, Final Max Slew Viols 0, # resized after CTS 0, wire length per cell around 11 µm, worst ir drop on vdd just over 0.08 mV, H-tree depth 2, die height around 120 µm, Multiplexer share 0.0713, Worst Setup SP b[0], full die area 13900 µm², Adder Area Share 0.106, gr ovfl total 0, Row Count 35, Routed Antenna Nets 0, syn avg cell area between 10 and 15 µm², crit-path max cell delay 0.43 ns, Worst slew margin 0.535, Max Used Layer met4, # setup viols final 0, Routed WL between 3 and 4 mm, Top cell excl fill/tap dfrtp_1, Skew-Pair Late Insertion Delay roughly 0.28 ns, yosys cell count 184, MaxCap Viol Count 0, cell area after layout 2300 µm², first-pass GRT wire length between 6 and 7 mm, CP Class in -> reg, port bufs 18, Worst R2R End a_long[1], CP Capture Type flip-flop, antenna cells 0, vias per cell ~3.8, R2R depth 7, IO Pins 19, Syn-to-layout area delta 21.3%, clock-pin slew on the worst setup and hold paths around 0.06 ns, critical-path cell list clkdlybuf4s50_1 > ha_1 > nand2b_1 > a21oi_1 > o2111a_1 > nor2_4 > mux2_4, RR Startpoint a_long[4], most frequent cells in the layout dfrtp_1, nand2_1, clkdlybuf4s50_1, DP Area roughly 2200 µm², flop2flop setup slack roughly 2.7 ns, post-layout period usage 0.547, fp util 0.204, CP max FO 7, Setup crit start kind input port, Min-Delay Startpoint start_last, routability cong. 0.793, Worst Max-Slew Pin Slew roughly 0.7 ns, LEAKAGE between 1 and 1.5 nW, register share after synthesis 0.477, Post-route DRC 0, vias in the first global route 1274, hpwl dp about 2.8 mm, first drt pass iteration count 4, overall power roughly 0.00055 W, Fill cells 990, hold path cells 1, CTS Buf Count 5, fin crit period between 2 and 3 ns, setup slack after layout approximately 2.1 ns, dpl ws ~1.8 ns, crit path DRT roughly 5 ns
==> cell families (layout without fill, tap and decap cells) <==
kind of cell / Yosys count / after routing
mux: 10 / 10
flops: 36 / 36
fa+ha+maj: 16 / 16
xor+xnor: 6 / 6
compound gates: 27 / 27
simple gates: 70 / 70
buf+inv: 19 / 41
==> cell type report <==
| cell class | instances | share of cell area |
|---|---|---|
| multi-input cells | 129 | 0.393 |
| repair buffers | 19 | 0.0817 |
| inverters | 14 | 0.0229 |
| clock buffers | 8 | 0.0392 |
| flip-flops and latches | 36 | 0.393 |
| well taps | 129 | 0.0702 |
==> state kept, by name (all words and copies together), names as in the netlist, 4 cells and up <==
register / count
a_long: 8
i: 8
state: 5
b_long: 4
quotient: 4
remainder: 4
==> cells in the mapped netlist (all sizes together) <==
master	number
nor4	1
o22ai	1
o2bb2ai	2
o31ai	1
nor3	3
a22oi	2
and4	1
o2111a	1
and3	1
nor2b	6
o21a	3
a211o	1
nand3	9
a31oi	1
a21o	1
mux2i	4
dfstp	2
xnor2	6
o21ai	6
nor2	15
mux2	6
nand2	32
dfrtp	34
or2	1
a221oi	2
a211oi	1
clkbuf	2
inv	14
buf	3
nand2b	1
ha	16
a21oi	5
==> layer usage <==
layer / vias to the layer above / track usage
li1: 661 / -
met1: 600 / 0.0725
met2: 18 / 0.0822
met3: 5 / 0.00875
met4: 0 / 0.0108
met5: - / 0
==> worst max path at each step <==
stage	slack [ns]	cells after the start	endpoint
CTS	2.13	7	a_long[0]
global route	2.05	7	a_long[0]
finish	2.13	7	a_long[1]
==> through the flow <==
stage / hold WS (ns) / util / cells
2_1_floorplan: 0.378 / - / 184
3_3_place_gp: 0.387 / 0.238 / 327
3_5_place_dp: 0.395 / 0.238 / 327
4_1_cts: 0.405 / 0.248 / 335
5_1_grt: 0.439 / 0.248 / 335
6_report: 0.396 / 0.248 / 335
==> power breakdown <==
part / switching [W] / internal [W]
Clock: 0.000101 / 0.000119
Combinational: 0.0000102 / 0.0000101
Sequential: 0.000000312 / 0.000311
==> worst max-delay path, delay by kind of cell <==
family	cells	cell delay (ns)
adders and majority gates	1	0.28
AOI/OAI and AO/OA	2	0.39
buffers and inverters	1	0.43
muxes	1	0.32
and+or+nand+nor	2	0.37
No activity file was given, so power comes from the tool's default toggle rates.
